===== flow/constraint.sdc =====
current_design e_s

set clk_period 1.5
set clk_io_pct 0.2

create_clock -name clk0 -period $clk_period [get_ports {clk}]

set non_clock_inputs [all_inputs -no_clocks]
set_input_delay [expr $clk_period * $clk_io_pct] -clock clk0 $non_clock_inputs
set_output_delay [expr $clk_period * $clk_io_pct] -clock clk0 [all_outputs]

===== flow/config.mk =====
export PLATFORM = sky130hd
export DESIGN_NAME = e_s
export DESIGN_NICKNAME = e_s
export VERILOG_FILES = /design/flow/design.v
export SDC_FILE = /design/flow/constraint.sdc
export NUM_CORES = 4
export LEC_CHECK = 1
export CORE_UTILIZATION = 30

===== flow/run.sh =====
#!/bin/bash
# OpenROAD 26Q1-2900-gdf79404cd8, Yosys 0.63+post, stock flow scripts
make -C /OpenROAD-flow-scripts/flow DESIGN_CONFIG=/design/flow/config.mk WORK_HOME=/design/flow/orfs finish

===== flow/design.v =====
module regfile(input  wire        clk, 
               input  wire        we3,            
               input  wire [3:0]  ra1, ra2, wa3,  
               input  wire [7:0]  wd3, 			  
               output wire [7:0]  rd1, rd2);      
  reg [7:0] regb[0:15];  
  always @(posedge clk)
    if (we3) regb[wa3] <= wd3;	
  assign rd1 = (ra1 != 0) ? regb[ra1] : 8'b00000000;
  assign rd2 = (ra2 != 0) ? regb[ra2] : 8'b00000000;
endmodule
module sum(input  wire [9:0] a, b,
             output wire [9:0] y);
  assign y = a + b;
endmodule
module registro #(parameter WIDTH = 8)
              (input  wire             clk, reset,
               input  wire [WIDTH-1:0] d, 
               output reg  [WIDTH-1:0] q);
  always @(posedge clk, posedge reset)
    if (reset) q <= 0;
    else       q <= d;
endmodule
module retorno_reg #(parameter WIDTH = 10)
              (input  wire             swe, reset,
               input  wire [WIDTH-1:0] d, 
               output reg  [WIDTH-1:0] q);
  always @(posedge swe, posedge reset)
    if (reset) q <= 0;
    else       q <= d;
endmodule
module mux1 #(parameter WIDTH = 10)
             (input  wire [WIDTH-1:0] d0, d1, 
              input  wire             s, 
              output wire [WIDTH-1:0] y);
  assign y = s ? d1 : d0; 
endmodule
module mux2 #(parameter WIDTH = 8)
             (input  wire [WIDTH-1:0] d0, d1, 
              input  wire             s, 
              output wire [WIDTH-1:0] y);
  assign y = s ? d1 : d0; 
endmodule
module reg_e #(parameter WIDTH = 8)
              (input  wire             clk, reset, rwe,
               input  wire [WIDTH-1:0] d, 
               output reg  [WIDTH-1:0] q);
  always @(posedge clk, posedge reset)
    if (reset) q <= 0;
    else if (rwe) q <= d;
endmodule
module mux_in #(parameter WIDTH = 8)
             (input  wire [WIDTH-1:0] d0, d1, d2, d3, 
              input  wire [1:0]            s, 
              output wire [WIDTH-1:0] y);
    reg [7:0] aux;
    always @(d0,d1,d2,d3,s)
    begin
      case (s)              
        2'b00: aux = d0;
        2'b01: aux = d1;
        2'b10: aux = d2;
        2'b11: aux = d3;
        default: aux = 8'bxxxxxxxx;  
      endcase
    end                 
  assign y = aux; 
endmodule
module mux_out #(parameter WIDTH = 8)
             (input  wire [WIDTH-1:0] e0, e1, 
              input  wire             s, enable, 
              input  wire [1:0]       reg_, 
              output reg [WIDTH-1:0] d0, d1, d2, d3 );
  wire [7:0] aux;
  assign aux = s ? e1 : e0;
  always @(reg_,aux)
  begin
    case (reg_)
      2'b00: d0 = aux;
      2'b01: d1 = aux;
      2'b10: d2 = aux;
      2'b11: d3 = aux;
    endcase
  end
endmodule
module e_s(input wire clk, reset, sec, sece, rwe1, rwe2, rwe3, rwe4, input wire [7:0] data_mem, data_reg, in1, in2, in3, in4, input wire [1:0] id_out, id_in, output wire [7:0] data_in, out1, out2, out3, out4);
  wire [7:0] mux_reg1, mux_reg2, mux_reg3, mux_reg4;
  mux_in #(8) mux_entrada(in1,in2,in3,in4,id_in,data_in);
  mux_out #(8) mux_salida(data_mem,data_reg,sec,sece,id_out,mux_reg1, mux_reg2, mux_reg3, mux_reg4);
  reg_e #(8) sal1(clk, reset, rwe1, mux_reg1, out1);
  reg_e #(8) sal2(clk, reset, rwe2, mux_reg2, out2);
  reg_e #(8) sal3(clk, reset, rwe3, mux_reg3, out3);
  reg_e #(8) sal4(clk, reset, rwe4, mux_reg4, out4);
endmodule

==> reports/qor.yml <==
status:
  status: "finished clean"
sta:
  unclocked_regs: 32
  maxSlewViolCount: 0
  finalClockSkew_ns: 0
  tightest_slew_ns: 0.358
  hold_viol_final: 0
  setup_slack_ns: 0.0503
  setup_viol: 0
  slew_headroom: 0.761
  fmax_mhz: 690
  rsz0062_at_grt: "no"
  hold_slack_ns: 0.375
  post-route-period-util: 0.966
  unconstrained_endpoints: 32
  min_period_ns: 1.45
worst_setup_path:
  slowest_delay_ns: 0.27
  rrSetupSlack_ns: 0.72
  path_class: "primary input to output pin"
  worstReg2RegEnd: "sal4.q[4]"
  r2r_cells: 1
  worstPathRequired_ns: 1.20
  path_cells: "clkdlybuf4s15_1, buf_6, buf_4, mux4_2, buf_2"
  cp_data_arrival_time_ns: 1.15
  cp-start-kind: "primary input"
  critPathMaxFanout: 8
  r2r-start: "sal4.q[4]"
  crit_slowest_cell: "mux4_2"
  end_kind: "output pin"
clock_tree:
  root_buffer: "clkbuf_8"
  clockBufferDepth: 2
  insertion_delay_ns: 0.27
  htreeDepth: 2
  cts_tree: "done"
  numCtsBuffers: 5
  path_clk_slew_ns: 0.07
flow_run:
  drv_cap: 0
  openroad.warnings: 26
synth:
  xor_share: 0
  ys.flops: 64
  ys_sh_simple: 0.0114
  netlist_instances: 124
  yosys.area.top_type_share: 0.405
  ys_cells: 124
  top_cells_by_area: "dfrtp_1 40%, dlxtn_1 24%, mux2_2 23%"
  syn_area_sq_um: 1980
  ys_warn_count: 3
  synth_top_cell_by_area: "dfrtp_1"
  avgSynthCellArea_sq_um: 16.0
  ys_sh_mux: 0.319
  top_logic_kind: "multiplexers"
  ys_sh_adder: 0
  ys_sh_aoi: 0
  yosysChipArea_sq_um: 1980
  synth_cell_types: 11
pwr:
  powerDensity_nw_per_um2: 726
  leakage_nw: 1.43
  p_int_w: 0.00180
  p_seq_frac: 0.474
  irDropWorstVdd_mv: 0.603
  pwr-share-comb: 0.257
  clkPwrFrac: 0.269
  total_power_w: 0.00233
  power_switching_w: 0.000532
  sw_frac_of_total: 0.228
route:
  wl_per_cell_um: 16.1
  dr_total_vias: 1372
  vias_per_cell: 4.34
  route.detailed.drc: 0
  drt_iter0_drc: 29
  routed_wl_mm: 5.10
  dr.pass1.iters: 3
  antenna_cells: 0
  drtAntennaViolNets: 0
layout:
  drive_gt1_frac: 0.339
  fillers: 553
  fin_area_sq_um: 3210
  seqCellArea_sq_um: 1280
  area_growth_pct: 62.3
  mi_logic_area_sq_um: 653
  final_cells: 316
floorplanning:
  die_h_um: 83.2
  dieWidth_um: 83.2
  core_area_sq_um: 6350
  fp-utilization: 0.312
  ioPinCount: 100
  die_area_sq_um: 6930
  placementRows: 29
global_route:
  grt_overflow: 0
  antenna_found_initial: 0
  grt_pass1_wl_mm: 8.09
  grt_max_degree: 33
  grt_pass1_vias: 1459
  grt_usage: 0.157
place:
  place_area_sq_um: 3140
  place_ws_ns: -0.686
  hpwl_mm: 3.81
  gp_congestion: 0.835
  dp_cells: 299
  port_buffers: 98
worst_hold_path:
  worstHoldPathType: "primary input to async pin"
[logic make-up (layout without fill, tap and decap cells)]
kind of cell  after synthesis  after routing
latches                    32             32
buf+inv                     8            123
flops                      32             32
simple gates                4              4
mux                        48             48
[per-stage QoR]
stage | TNS [ns] | util
2_1_floorplan | 0 | -
3_3_place_gp | -5.32 | 0.495
3_5_place_dp | -5.38 | 0.495
4_1_cts | 0 | 0.508
5_1_grt | 0 | 0.506
6_report | 0 | 0.506
[how the worst max path moves through the flow]
stage	cells past startpoint	from	slack, ns	end
CTS	5	id_in[1]	0.001	data_in[4]
global route	5	id_in[1]	0.01	data_in[2]
finish	5	id_in[1]	0.05	data_in[1]
[cell usage in the layout (no fill, tap or decap), drive strengths merged]
master / n
dlygate4sd2: 32
inv: 1
dfrtp: 32
dlxtn: 32
clkinv: 1
mux4: 8
clkdlybuf4s50: 56
clkbuf: 6
mux2: 40
clkdlybuf4s15: 1
nand2b: 2
buf: 26
nand2: 1
or2: 1
[routing by layer]
layer,vias up,wire length [um],part of all wire,track usage
met4,0,43,0.0084,0.0157
li1,663,-,-,-
met1,673,2390,0.47,0.247
met2,29,2450,0.48,0.244
met3,7,225,0.044,0.0303
met5,-,0,0,0
[area by class of cell]
type,instances,share of cell area
Sequential cell,64,0.399
Timing Repair Buffer,115,0.342
Multi-Input combinational cell,52,0.203
Tap cell,77,0.0300
Clock buffer,6,0.0226
Clock inverter,1,0.00156
Inverter,1,0.00117
[power groups by stage]
stage	clock (W)	sequential (W)	combinational [W]
finish	0.000626	0.00111	0.000600
global route	0.000680	0.00113	0.000645
CTS	0.000647	0.00111	0.000614
[sequential cells by signal, summed over array words and instances (netlist names)]
register	cells
mux_salida.d2	8
sal1.q	8
mux_salida.d0	8
mux_salida.d3	8
sal2.q	8
sal3.q	8
sal4.q	8
mux_salida.d1	8
[worst max-delay path: cells and delay by family]
kind,cells,cell delay (ns)
mux,1,0.27
buf+inv,4,0.58
[synthesized netlist by cell type]
| cell | instances |
|---|---|
| dfrtp_1 | 32 |
| nand2b_1 | 2 |
| buf_2 | 5 |
| mux2_2 | 40 |
| dlxtn_1 | 32 |
| inv_1 | 1 |
| buf_6 | 1 |
| or2_2 | 1 |
| mux4_2 | 8 |
| clkbuf_2 | 1 |
| nand2_1 | 1 |
[what timing repair did]
item	in CTS	in global routing
resized	64	1
gates cloned	0	0
setup buffers	10	1
setup endpoints to repair	8	5
hold buffers	0	0
No activity file was given, so power comes from the tool's default toggle rates.
