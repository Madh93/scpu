[/design/flow/run.sh]
#!/bin/bash
# OpenROAD 26Q1-2900-gdf79404cd8, Yosys 0.63+post, stock flow scripts
make -C /OpenROAD-flow-scripts/flow DESIGN_CONFIG=/design/flow/config.mk WORK_HOME=/design/flow/orfs finish
[/design/flow/config.mk]
export PLATFORM = sky130hd
export DESIGN_NAME = vga_controller
export DESIGN_NICKNAME = vga_controller
export VERILOG_FILES = /design/flow/design.v
export SDC_FILE = /design/flow/constraint.sdc
export NUM_CORES = 4
export LEC_CHECK = 1
export CORE_UTILIZATION = 30
[/design/flow/constraint.sdc]
current_design vga_controller

set clk_period 5.6
set clk_io_pct 0.2

create_clock -name clk0 -period $clk_period [get_ports {vga_clock}]

set non_clock_inputs [all_inputs -no_clocks]
set_input_delay [expr $clk_period * $clk_io_pct] -clock clk0 $non_clock_inputs
set_output_delay [expr $clk_period * $clk_io_pct] -clock clk0 [all_outputs]
[/design/flow/design.v]
module vga_address_translator(x, y, mem_address);
	parameter RESOLUTION = "320x240";
	input [((RESOLUTION == "320x240") ? (8) : (7)):0] x; 
	input [((RESOLUTION == "320x240") ? (7) : (6)):0] y;	
	output reg [((RESOLUTION == "320x240") ? (16) : (14)):0] mem_address;
	wire [16:0] res_320x240 = ({1'b0, y, 8'd0} + {1'b0, y, 6'd0} + {1'b0, x});
	wire [15:0] res_160x120 = ({1'b0, y, 7'd0} + {1'b0, y, 5'd0} + {1'b0, x});
	always @(*)
	begin
		if (RESOLUTION == "320x240")
			mem_address = res_320x240;
		else
			mem_address = res_160x120[14:0];
	end
endmodule
module vga_controller(	vga_clock, resetn, pixel_colour, memory_address, 
		VGA_R, VGA_G, VGA_B,
		VGA_HS, VGA_VS, VGA_BLANK,
		VGA_SYNC, VGA_CLK);
	parameter BITS_PER_COLOUR_CHANNEL = 1;
	parameter MONOCHROME = "FALSE";
	parameter RESOLUTION = "320x240";
	parameter USING_DE1 = "TRUE";
	parameter C_VERT_NUM_PIXELS  = 11'd480;
	parameter C_VERT_SYNC_START  = 11'd493;
	parameter C_VERT_SYNC_END    = 11'd494;  
	parameter C_VERT_TOTAL_COUNT = 11'd525;
	parameter C_HORZ_NUM_PIXELS  = 11'd640;
	parameter C_HORZ_SYNC_START  = 11'd659;
	parameter C_HORZ_SYNC_END    = 11'd754;  
	parameter C_HORZ_TOTAL_COUNT = 11'd800;	
	input vga_clock, resetn;
	input [((MONOCHROME == "TRUE") ? (0) : (BITS_PER_COLOUR_CHANNEL*3-1)):0] pixel_colour;
	output [((RESOLUTION == "320x240") ? (16) : (14)):0] memory_address;
	output reg [9:0] VGA_R;
	output reg [9:0] VGA_G;
	output reg [9:0] VGA_B;
	output reg VGA_HS;
	output reg VGA_VS;
	output reg VGA_BLANK;
	output VGA_SYNC, VGA_CLK;
	reg VGA_HS1;
	reg VGA_VS1;
	reg VGA_BLANK1; 
	reg [9:0] xCounter, yCounter;
	wire xCounter_clear;
	wire yCounter_clear;
	wire vcc;
	reg [((RESOLUTION == "320x240") ? (8) : (7)):0] x; 
	reg [((RESOLUTION == "320x240") ? (7) : (6)):0] y;	
	assign vcc =1'b1;
	always @(posedge vga_clock or negedge resetn)
	begin
		if (!resetn)
			xCounter <= 10'd0;
		else if (xCounter_clear)
			xCounter <= 10'd0;
		else
		begin
			xCounter <= xCounter + 1'b1;
		end
	end
	assign xCounter_clear = (xCounter == (C_HORZ_TOTAL_COUNT-1));
	always @(posedge vga_clock or negedge resetn)
	begin
		if (!resetn)
			yCounter <= 10'd0;
		else if (xCounter_clear && yCounter_clear)
			yCounter <= 10'd0;
		else if (xCounter_clear)		 
			yCounter <= yCounter + 1'b1;
	end
	assign yCounter_clear = (yCounter == (C_VERT_TOTAL_COUNT-1)); 
	always @(*)
	begin
		if (RESOLUTION == "320x240")
		begin
			x = xCounter[9:1];
			y = yCounter[8:1];
		end
		else
		begin
			x = xCounter[9:2];
			y = yCounter[8:2];
		end
	end
	vga_address_translator controller_translator(
					.x(x), .y(y), .mem_address(memory_address) );
		defparam controller_translator.RESOLUTION = RESOLUTION;
	always @(posedge vga_clock)
	begin
		if (USING_DE1 == "TRUE")
			VGA_HS1 <= ~((xCounter >= C_HORZ_SYNC_START-2) && (xCounter <= C_HORZ_SYNC_END-2));
		else
			VGA_HS1 <= ~((xCounter >= C_HORZ_SYNC_START) && (xCounter <= C_HORZ_SYNC_END));
		VGA_VS1 <= ~((yCounter >= C_VERT_SYNC_START) && (yCounter <= C_VERT_SYNC_END));
		VGA_BLANK1 <= ((xCounter < C_HORZ_NUM_PIXELS) && (yCounter < C_VERT_NUM_PIXELS));	
		VGA_HS <= VGA_HS1;
		VGA_VS <= VGA_VS1;
		VGA_BLANK <= VGA_BLANK1;	
	end
	assign VGA_SYNC = vcc;
	assign VGA_CLK = vga_clock;
	integer index;
	integer sub_index;
	wire on_screen;
	assign on_screen = (USING_DE1 == "TRUE") ?
							(({1'b0, xCounter} >= 2) & ({1'b0, xCounter} < C_HORZ_NUM_PIXELS+2) & ({1'b0, yCounter} < C_VERT_NUM_PIXELS)) :
							(({1'b0, xCounter} >= 0) & ({1'b0, xCounter} < C_HORZ_NUM_PIXELS+2) & ({1'b0, yCounter} < C_VERT_NUM_PIXELS));
	always @(pixel_colour or on_screen)
	begin		
		VGA_R <= 'b0;
		VGA_G <= 'b0;
		VGA_B <= 'b0;
		if (MONOCHROME == "FALSE")
		begin
			for (index = 10-BITS_PER_COLOUR_CHANNEL; index >= 0; index = index - BITS_PER_COLOUR_CHANNEL)
			begin
				for (sub_index = BITS_PER_COLOUR_CHANNEL - 1; sub_index >= 0; sub_index = sub_index - 1)
				begin
					VGA_R[sub_index+index] <= on_screen & pixel_colour[sub_index + BITS_PER_COLOUR_CHANNEL*2];
					VGA_G[sub_index+index] <= on_screen & pixel_colour[sub_index + BITS_PER_COLOUR_CHANNEL];
					VGA_B[sub_index+index] <= on_screen & pixel_colour[sub_index];
				end
			end	
		end
		else
		begin
			for (index = 0; index < 10; index = index + 1)
			begin
				VGA_R[index] <= on_screen & pixel_colour[0:0];
				VGA_G[index] <= on_screen & pixel_colour[0:0];
				VGA_B[index] <= on_screen & pixel_colour[0:0];
			end	
		end
	end
endmodule
==> results.txt <==
Status - finished, final reports clean
Die Ht - 84.7 µm
Slowest-stage cell, CP - fa_1
Logic depth of the worst path, buffers included - 9
DIE WIDTH - 84.7 µm
CP Buf/Inv Count - 3
Sequential cell area - 621 µm²
Number of routed nets with antenna violations - 0
Worst Max-Slew Pin Slew - 723 ps
Gr usage total - 0.116
I/O pins - 57
Post-Route WL - 3.95 mm
Yosys stat cell total - 220
Post-cts resize count - 0
Tool warning count - 33
CTS clk-pin slew, worst paths - 90 ps
Clk pwr share - 0.463
Slew HR - 0.518
Pre-Place Util - 0.316
Post-synth EDFFs - 0
# fillers - 647
Antenna Cells - 0
# rows - 29
Setup TNS - 0 ps
Final Slew Violations - 0
Setup ws final - 1030 ps
Detailed-route via count - 1532
Syn Area/Cell - 9.33 µm²
Hold Path Stages - 0
Post-CTS setup buffer count - 0
Synth Instances - 220
Worst EP arrival - 3450 ps
HPWL Detailed - 2.95 mm
Fraction of registers with async set/reset - 0.769
Setup CP Type - register to output pin
Cell Area, Synth - 0.00205 mm²
Prevailing post-synth register cell - dfrtp_1
Clock Skew - 3.41 ps
Worst vdd ir - 0.000148 V
Crit path DRT - 4480 ps
Critical Path, Cell by Cell - inv_1 -> fa_1 -> inv_1 -> fa_1 -> a211oi_1 -> nor2_1 -> o31ai_1 -> xnor2_1 -> clkdlybuf4s50_1
Residual DRC - 0
Leading area contributor after synthesis - dfrtp_1
Pre-CTS setup slack - 1310 ps
Chip Area, Yosys - 0.00205 mm²
Port buffer count - 55
Gr ovfl total - 0
Drt via density - 4.77
CP Capture Type - output pin
RD Place Congestion - 0.813
Clock latency (worst-skew pair) - 370 ps
Comb area - 0.00109 mm²
Iter 0 DRT Violations - 65
CP Launch Type - register
MaxCap Viol Count - 0
Seq pwr share - 0.469
Routed len/inst - 12.3 µm
Period minus WS final - 4570 ps
Fmax - 0.219 GHz
Sw Pwr - 0.0000716 W
Initial antenna violation count - 0
Final Hold Violating Endpoints - 0
CP max FO - 8
Vias in the first global route - 1432
Synth warnings - 2
Seq share, synth - 0.302
Yosys reg bits - 26
RSZ-0062 raised after global routing - false
Top cell family by delay on the critical path - adder cells
Share of layout cells above drive strength 1 - 0.0492
Die ar. - 0.00718 mm²
First-pass GRT wire length - 6.66 mm
Largest net degree at the start of global routing - 21
Top cells, area - dfrtp_1, ha_1, buf_4
Worst hold path type - register to register
Pwr dens - 159 mW/mm²
Worst-case reg-to-reg path depth - 5
Largest stage delay on the critical path - 550 ps
Area Growth Syn to Fin - 21.9%
Combinational power share - 0.068
Synth unique cells - 42
Switching share of total power - 0.180
Tcrit/Tclk final - 0.816
Max-area cell share - 0.244
Hold_buf cts - 0
Core ar. - 0.00649 mm²
Setup-failing EPs final - 0
DR pass1 iterations - 10
LEAKAGE - 1.17 nW
Int Power - 0.000327 W
CTS tree - built
power by group through the flow:
stage                 logic [W]  registers, W  clock network (W)
final                 0.0000270      0.000187           0.000185
after global routing  0.0000296      0.000187           0.000205
after CTS             0.0000279      0.000187           0.000193
flip-flops by register name (all words and copies together), names as in the netlist:
signal      cells
VGA_BLANK       1
yCounter       10
xCounter       10
VGA_VS1         1
VGA_VS          1
VGA_HS          1
VGA_HS1         1
VGA_BLANK1      1
layout by cell type, fill, tap and decap left out, types with 4 or more instances in the layout:
master / netlist / layout
a211oi_1: 5 / 5
xor2_1: 4 / 4
o21ai_0: 5 / 5
nand2_1: 4 / 4
xnor2_1: 12 / 12
ha_1: 24 / 24
a21oi_1: 7 / 7
dfxtp_1: 6 / 6
clkbuf_8: 0 / 7
nand3_1: 11 / 11
nand4_1: 5 / 5
a31oi_1: 4 / 4
clkdlybuf4s50_1: 0 / 55
and2_1: 7 / 7
inv_1: 12 / 12
dfrtp_1: 20 / 20
nor2_1: 17 / 17
cell families (layout without fill, tap and decap cells):
group,count (synthesis),after routing,share of synthesized area
simple gates,60,60,0.161
other cells,1,1,0.00183
flops,26,26,0.302
fa+ha+maj,26,26,0.166
mux,1,1,0.00488
buf+inv,51,75,0.168
compound gates,39,39,0.128
xor+xnor,16,16,0.0682
cell type report:
| type | count | area share |
|---|---|---|
| clock buffer | 8 | 0.0425 |
| inverter | 12 | 0.0180 |
| multi-input combinational | 143 | 0.434 |
| sequential | 26 | 0.248 |
| tap | 77 | 0.0385 |
| timing repair buffer | 55 | 0.219 |
synthesized netlist by cell type (2+ instances only):
cell type / instances
buf_6: 3
dfrtp_1: 20
o21ai_0: 5
and2_1: 7
a41oi_1: 3
dfxtp_1: 6
xnor2_1: 12
a211oi_1: 5
and4_1: 2
nand2_1: 4
buf_4: 35
a21oi_1: 7
o31ai_1: 3
nand3_1: 11
nor3_1: 3
o21bai_1: 3
o21ai_1: 2
xor2_1: 4
nor2_1: 17
and3_1: 2
fa_1: 2
nand4_1: 5
a21o_1: 3
inv_1: 12
a31oi_1: 4
ha_1: 24
metrics by stage:
step           hold WS (ps)  std cells  cell area, µm²   util  total power (W)
5_1_grt                 349        321            2500  0.385         0.000421
2_1_floorplan           310        220            2050      -         0.000213
6_report                332        321            2500  0.385         0.000398
3_3_place_gp            312        314            2410  0.371         0.000230
3_5_place_dp            314        314            2410  0.371         0.000230
4_1_cts                 335        321            2500  0.385         0.000408
path summary, 6_finish.rpt:
path | start | endpoint | slack [ps]
worst min-delay path | VGA_BLANK1 | VGA_BLANK | 330
worst max register to register | xCounter[1] | yCounter[8] | 3510
min in group asynchronous | resetn | xCounter[5] | 1080
worst max-delay path | yCounter[1] | memory_address[15] | 1030
max in group asynchronous | resetn | yCounter[3] | 4310
worst min register to register | VGA_BLANK1 | VGA_BLANK | 330
metal layers:
metal	up-vias	global-route usage	part of all wire
li1	787	-	-
met1	715	0.167	0.48
met4	0	0.0154	0.0096
met5	-	0	0
met3	5	0.0239	0.029
met2	25	0.188	0.48
Power and IR drop assume default switching activity.
