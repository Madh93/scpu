==> flow/design.v <==
module regfile(input  wire        clk, 
               input  wire        we3,            
               input  wire [3:0]  ra1, ra2, wa3,  
               input  wire [7:0]  wd3, 			  
               output wire [7:0]  rd1, rd2);      
  reg [7:0] regb[0:15];  
  always @(posedge clk)
    if (we3) regb[wa3] <= wd3;	
  assign rd1 = (ra1 != 0) ? regb[ra1] : 8'b00000000;
  assign rd2 = (ra2 != 0) ? regb[ra2] : 8'b00000000;
endmodule
module sum(input  wire [9:0] a, b,
             output wire [9:0] y);
  assign y = a + b;
endmodule
module registro #(parameter WIDTH = 8)
              (input  wire             clk, reset,
               input  wire [WIDTH-1:0] d, 
               output reg  [WIDTH-1:0] q);
  always @(posedge clk, posedge reset)
    if (reset) q <= 0;
    else       q <= d;
endmodule
module retorno_reg #(parameter WIDTH = 10)
              (input  wire             swe, reset,
               input  wire [WIDTH-1:0] d, 
               output reg  [WIDTH-1:0] q);
  always @(posedge swe, posedge reset)
    if (reset) q <= 0;
    else       q <= d;
endmodule
module mux1 #(parameter WIDTH = 10)
             (input  wire [WIDTH-1:0] d0, d1, 
              input  wire             s, 
              output wire [WIDTH-1:0] y);
  assign y = s ? d1 : d0; 
endmodule
module mux2 #(parameter WIDTH = 8)
             (input  wire [WIDTH-1:0] d0, d1, 
              input  wire             s, 
              output wire [WIDTH-1:0] y);
  assign y = s ? d1 : d0; 
endmodule
module reg_e #(parameter WIDTH = 8)
              (input  wire             clk, reset, rwe,
               input  wire [WIDTH-1:0] d, 
               output reg  [WIDTH-1:0] q);
  always @(posedge clk, posedge reset)
    if (reset) q <= 0;
    else if (rwe) q <= d;
endmodule
module mux_in #(parameter WIDTH = 8)
             (input  wire [WIDTH-1:0] d0, d1, d2, d3, 
              input  wire [1:0]            s, 
              output wire [WIDTH-1:0] y);
    reg [7:0] aux;
    always @(d0,d1,d2,d3,s)
    begin
      case (s)              
        2'b00: aux = d0;
        2'b01: aux = d1;
        2'b10: aux = d2;
        2'b11: aux = d3;
        default: aux = 8'bxxxxxxxx;  
      endcase
    end                 
  assign y = aux; 
endmodule
module mux_out #(parameter WIDTH = 8)
             (input  wire [WIDTH-1:0] e0, e1, 
              input  wire             s, enable, 
              input  wire [1:0]       reg_, 
              output reg [WIDTH-1:0] d0, d1, d2, d3 );
  wire [7:0] aux;
  assign aux = s ? e1 : e0;
  always @(reg_,aux)
  begin
    case (reg_)
      2'b00: d0 = aux;
      2'b01: d1 = aux;
      2'b10: d2 = aux;
      2'b11: d3 = aux;
    endcase
  end
endmodule
==> flow/run.sh <==
#!/bin/bash
# OpenROAD 26Q1-2900-gdf79404cd8, Yosys 0.63+post, stock flow scripts
make -C /OpenROAD-flow-scripts/flow DESIGN_CONFIG=/design/flow/config.mk WORK_HOME=/design/flow/orfs finish
==> flow/config.mk <==
export PLATFORM = sky130hd
export DESIGN_NAME = regfile
export DESIGN_NICKNAME = regfile
export VERILOG_FILES = /design/flow/design.v
export SDC_FILE = /design/flow/constraint.sdc
export NUM_CORES = 4
export LEC_CHECK = 1
export CORE_UTILIZATION = 40
==> flow/constraint.sdc <==
current_design regfile

set clk_period 3.6
set clk_io_pct 0.2

create_clock -name clk0 -period $clk_period [get_ports {clk}]

set non_clock_inputs [all_inputs -no_clocks]
set_input_delay [expr $clk_period * $clk_io_pct] -clock clk0 $non_clock_inputs
set_output_delay [expr $clk_period * $clk_io_pct] -clock clk0 [all_outputs]
==> out/results.txt <==
First-pass GRT wire length: 21.1 mm
Fin crit period: 3.42 ns
Hold Path Cell Cnt: 1
Max Clk Rate: 292 MHz
Post-synthesis register bit count: 120
First-pass iteration count of the detailed router: 4
Final Cycle Share: 0.951
Pin count of the biggest net entering global routing: 43
Slew Viols, Final: 0
Antenna Cells: 0
Die height: 122 µm
Worst slew pin tran: 0.553 ns
Layout filler cell count: 1160
CP required: 2.88 ns
Initial antenna violation count: 0
Leak: 2.34 nW
Setup TNS: 0 ns
Largest Register: regb
Log Warnings: 25
Vias in the first global route: 3569
DRC Markers: 0
Vias: 3349
Buffers on Ports: 37
Area Growth Syn to Fin: 22.0%
Comb area: 2000 µm²
Final WS setup: 0.176 ns
ANT nets after route: 0
Sequential element share of the synthesized area: 0.624
CORE AREA: 14000 µm²
Post-CTS Resized: 0
WL per Instance: 24.2 µm
Synth Warn #: 1
Worst EP arrival: 2.70 ns
H-tree depth: 4
Max reg flops: 120
Clk buf depth: 2
Post-DP Area: 6460 µm²
Clk pin slew, worst setup/hold paths: 0.05 ns
Grt total ovfl: 0
Ports: 38
Yosys synthesis chip area: 5780 µm²
Final hold vios: 0
CTS Sinks: 120
Wirelength, routed: 13.8 mm
Yosys cell count: 318
Die W: 122 µm
DR vias/cell: 5.89
RePlAce Congestion: 0.823
Root buffer selected by CTS: clkbuf_16
Critical path launch point type: input pin
Mean post-synth cell area: 18.2 µm²
Biggest regs: regb: 120 flops
Hold path endpoint: regb[7][7]$_DFFE_PP_
Rel. slew slack: 0.630
HP Class: input pin to flop
Dpl ws: 0.161 ns
Final Non-Filler Cells: 569
CTS buffer count: 17
Dpl cells: 539
1st-iter DRT viols: 234
Worst hold start: wd3[7]
# hold bufs at CTS: 0
Kind of critical path: input pin to primary output
Final setup viols: 0
Top cell excl fill/tap: edfxtp_1
Cells after synthesis: 318
Cell Pwr Density: 508 nW/µm²
Cell area after layout: 7050 µm²
Post-synth cell types: 25
Ratio of cells with drive above 1 in the final layout: 0.329
Worst VDD drop: 0.000294 V
RSZ-0062 raised after global routing: no
# rows: 43
CTS tree: done
Total of max-cap violations: 0
Register area: 3600 µm²
Worst Setup End Kind: primary output
Post-CTS setup repair buffer count: 0
Total global-route track usage: 0.217
DIE AREA: 14900 µm²
Status: finished, final reports clean
Post-DP HPWL: 8.95 mm
Mapped Area: 5780 µm²
CP max FO: 16
Init Core Util: 0.413
Most frequent cells in the layout: edfxtp_1 (120), mux2_2 (41), clkdlybuf4s50_1 (35)
-- area by class of cell --
cell class | instances | share of cell area
clock buffers | 20 | 0.0620
multi-input cells | 174 | 0.283
clock inverters | 10 | 0.0218
well taps | 180 | 0.0320
repair buffers | 65 | 0.0898
flip-flops and latches | 120 | 0.511
-- critical path, cell delays in order --
cell,delay [ns]
clkdlybuf4s50_1,0.62
buf_12,0.20
mux4_2,0.32
mux2i_1,0.29
a211oi_1,0.13
clkdlybuf4s50_1,0.41
-- logic make-up after synthesis --
kind of cell	Yosys count	synth area share
muxes	95	0.255
and+or+nand+nor	36	0.0342
DFF	120	0.624
buffers and inverters	24	0.0308
AOI/OAI and AO/OA	43	0.0561
-- cells in the mapped netlist --
library cell / instances / area (µm²)
or2_2: 2 / 12.5
mux2i_1: 19 / 190
nor3_1: 4 / 20.0
nand3b_1: 4 / 30.0
buf_6: 4 / 45.0
mux4_2: 26 / 586
a211oi_1: 14 / 105
mux4_1: 9 / 236
nor3b_1: 2 / 15.0
clkbuf_1: 5 / 18.8
nand2_1: 3 / 11.3
nand2b_1: 3 / 18.8
buf_12: 2 / 40.0
and2b_1: 1 / 7.51
buf_1: 1 / 3.75
o22ai_1: 14 / 87.6
nor2_1: 12 / 45.0
buf_2: 8 / 40.0
buf_4: 4 / 30.0
nor2b_1: 1 / 6.26
nand3_1: 1 / 5.00
a221oi_1: 15 / 131
mux2_2: 41 / 462
edfxtp_1: 120 / 3600
or3b_2: 3 / 26.3
-- per-layer routing --
layer  part of all wire  global-route usage  up-vias
met1               0.38               0.298     1668
met2               0.47               0.321      196
met5                  0                   0        -
met3               0.14               0.144        4
met4             0.0044              0.0191        0
li1                   -                   -     1481
-- report_power, final --
group / switching, mW / internal [mW] / total, mW
Sequential: 0.0110 / 1.57 / 1.58
Combinational: 0.146 / 0.165 / 0.312
Clock: 0.549 / 1.14 / 1.69
-- stage by stage --
stage | hold WS, ns | util | power (mW)
detailed placement | 1.65 | 0.462 | 1.92
global placement | 1.63 | 0.462 | 1.92
floorplan | 0.819 | - | 1.77
finish | 1.23 | 0.504 | 3.58
CTS | 1.22 | 0.504 | 3.61
global route | 1.27 | 0.504 | 3.69
-- worst max-delay path by stage --
stage / startpoint / endpoint / slack (ns) / cells past startpoint
after global routing: ra1[3] / rd1[2] / 0.03 / 6
final: ra1[3] / rd1[1] / 0.18 / 6
after CTS: ra1[3] / rd1[2] / 0.15 / 6
No activity file was given, so power comes from the tool's default toggle rates.
